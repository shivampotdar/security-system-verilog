==> ./design.v <==
`timescale 1ns / 1ps
module scanner(R0, R1, R2, R3, CLK, C0, C1, C2, N0, N1, N2, N3, V, Kd);
	input R0, R1, R2, R3, CLK;
	inout C0, C1, C2;
	output N0, N1, N2, N3, V, Kd;
	reg V;
	reg C0_tmp, C1_tmp, C2_tmp;
	reg QA, Kd;
	wire K;
	reg[2:0] nextstate, state;
	initial
	begin
		state = 0;
		QA = 0;
		Kd = 0;
		nextstate = 0;
		C0_tmp = 1'b0 ;			 
		C1_tmp = 1'b0 ;
		C2_tmp = 1'b0 ;
		V = 1'b0 ;
	end
	assign C0 = C0_tmp;
	assign C1 = C1_tmp;
	assign C2 = C2_tmp;
	assign K = R0 | R1 | R2 | R3 ;
	assign N3 = (R2 & ~C0) | (R3 & ~C1) ;
	assign N2 = R1 | (R2 & C0) ;
	assign N1 = (R0 & ~C0) | (~R2 & C2) | (~R1 & ~R0 & C0) ;
	assign N0 = (R1 & C1) | (~R1 & C2) | (~R3 & ~R1 & ~C1) ;
	always @(state or R0 or R1 or R2 or R3 or C0 or C1 or C2 or K or Kd or QA)
		begin
			C0_tmp = 1'b0 ;
			C1_tmp = 1'b0 ;
			C2_tmp = 1'b0 ;
			V = 1'b0 ;
			case (state)
				0 :	nextstate = 1 ;
				1 :
					begin
						C0_tmp = 1'b1 ;
						C1_tmp = 1'b1 ;
						C2_tmp = 1'b1 ;
						if ((Kd & K) == 1'b1)
							nextstate = 2 ;
						else nextstate = 1 ;
					end
				2 :
					begin
						C0_tmp = 1'b1 ;
						if ((Kd & K) == 1'b1)
						begin
							V = 1'b1 ;
							nextstate = 5 ;
						end
						else if (K == 1'b0)
							nextstate = 3 ;
						else nextstate = 2 ;
					end
				3:	
					begin
						C1_tmp = 1'b1 ;
						if ((Kd & K) == 1'b1)
						begin
							V = 1'b1 ;
							nextstate = 5 ;
						end
						else if (K == 1'b0)
							nextstate = 4 ;
						else nextstate = 3 ;
					end
				4:	
					begin
						C2_tmp = 1'b1 ;
						if ((Kd & K) == 1'b1)
						begin
							V = 1'b1 ;
							nextstate = 5 ;
						end
						else nextstate = 4 ;
					end
				5: 
					begin
						C0_tmp = 1'b1 ;
						C1_tmp = 1'b1 ;
						C2_tmp = 1'b1 ;
						if (Kd == 1'b0)
							nextstate = 1 ;
						else nextstate = 5 ;
					end
				default : nextstate = 0;
		endcase
	end
	always @(posedge CLK)
	begin
		state <= nextstate;
		QA <= K ;		 
		Kd <= QA ;		
	end
endmodule
==> ./run.sh <==
#!/bin/bash
# OpenROAD 26Q1-2900-gdf79404cd8, Yosys 0.63+post, stock flow scripts
make -C /OpenROAD-flow-scripts/flow DESIGN_CONFIG=/design/flow/config.mk WORK_HOME=/design/flow/orfs finish
==> ./config.mk <==
export PLATFORM = sky130hd
export DESIGN_NAME = scanner
export DESIGN_NICKNAME = scanner
export VERILOG_FILES = /design/flow/design.v
export SDC_FILE = /design/flow/constraint.sdc
export NUM_CORES = 4
export LEC_CHECK = 1
export CORE_AREA = 10 10 70 70
export DIE_AREA = 0 0 80 80
==> ./constraint.sdc <==
current_design scanner

set clk_period 1.7
set clk_io_pct 0.2

create_clock -name clk0 -period $clk_period [get_ports {CLK}]

set non_clock_inputs [all_inputs -no_clocks]
set_input_delay [expr $clk_period * $clk_io_pct] -clock clk0 $non_clock_inputs
set_output_delay [expr $clk_period * $clk_io_pct] -clock clk0 [all_outputs]
==> impl_metrics.ini <==
; flow metrics
[placement]
io_buffer_count = 10
dp_hpwl_um = 838
dpl_cell_area_um2 = 643
place_ws_ns = -0.450
place.gp.congestion = 0.772

[yosys]
synth-seq-area-share = 0.256
top_cells_by_count = 6 x o21ai_0, 5 x dfxtp_1
synth-async-reset-ratio = 0
synth_flops = 5
ys_area_um2 = 390
synth_area_um2 = 390
syn_inst = 46
synth_cell_types = 28
ys_cells = 46
yosysWarningCount = 1
syn_area_per_cell_um2 = 8.49
most_common_cell = o21ai_0
edf_count = 0
yosysTopAreaCellShare = 0.256
ff_type = dfxtp_1
top_area_cell = dfxtp_1
topCellsByArea = dfxtp_1 26%, o21ai_0 7.7%, mux2_2 5.8%

[clocking]
cts.sinks = 5
clk_path_buf_depth = 2
root_buffer = clkbuf_4
h-tree-depth = 1
postCtsSetupBuffers = 7
hold_buffers = 0
cts-resized-gates = 39
numCtsBuffers = 3

[floorplan]
io_pins = 14
row_count = 21
die_w_um = 80
fp_util = 0.114
die_y_um = 80

[status]
status = did not finish
toolErrorMsg = [error] [KeplerFormal.cpp:679] Workflow failed: Iso has multiple drivers: .C10, rebuffer40.X0
haltStage = 4_1_cts
kinds of logic after synthesis:
family	Yosys count	share of synthesized area
and+or+nand+nor	19	0.365
muxes	3	0.0833
DFF	5	0.256
buffers and inverters	5	0.0545
AOI/OAI and AO/OA	14	0.240
per-stage QoR:
| stage | std cells | hold WS, ns |
|---|---|---|
| after global placement | 114 | 0.313 |
| after floorplan | 46 | 0.310 |
| after detailed placement | 114 | 0.314 |
